**flow/design.v**
```verilog
package design_params_pkg;
  parameter int P_ADDR_WIDTH = 8;
  parameter int P_DATA_WIDTH = 32;
  localparam logic [P_ADDR_WIDTH-1:0] P_ADDR_CONTROL = 'h00;
  localparam logic [P_ADDR_WIDTH-1:0] P_ADDR_LOAD    = 'h04;
  localparam logic [P_ADDR_WIDTH-1:0] P_ADDR_STATUS  = 'h08;
  localparam int P_BIT_START      = 0;
  localparam int P_BIT_RELOAD_EN  = 1;
  localparam int P_BIT_CLR_STATUS = 2;
endpackage
import design_params_pkg::*;
module timer_periph
(
  input  logic                      clk,
  input  logic                      reset_n,
  input  logic                      req,         
  output logic                      gnt,         
  input  logic [P_ADDR_WIDTH-1:0]   addr,
  input  logic [P_DATA_WIDTH-1:0]   wdata,
  output logic [P_DATA_WIDTH-1:0]   rdata,
  input  logic                      write_en
);
  logic [15:0] m_load;          
  logic        m_reload_en;     
  logic        m_expired;       
  logic [15:0] m_counter;
  logic        m_running;
  logic [2:0]  grant_delay_reg;      
  logic [2:0]  grant_cnt;            
  logic        grant_counting;       
  logic [1:0]  fall_cnt;             
  logic [P_DATA_WIDTH-1:0] rdata_next;   
  logic [2:0] grant_delay_dec;
  assign grant_delay_dec = (addr[2:0] == 3'b000) ? 3'd4 : 3'd2;  
  always_ff @(posedge clk or negedge reset_n) begin
    if (!reset_n) begin
      gnt              <= 1'b0;
      grant_delay_reg  <= 3'd0;
      grant_cnt        <= 3'd0;
      grant_counting   <= 1'b0;
      fall_cnt         <= 2'd0;
      rdata            <= '0;
      rdata_next       <= '0;
      m_load           <= 16'd0;
      m_reload_en      <= 1'b0;
      m_expired        <= 1'b0;
      m_counter        <= 16'd0;
      m_running        <= 1'b0;
    end
    else begin
      rdata <= rdata_next;
      if (req && !gnt && !grant_counting) begin
        grant_counting  <= 1'b1;
        grant_cnt       <= 3'd0;
        grant_delay_reg <= grant_delay_dec;   
      end
      else if (grant_counting && !gnt) begin
        grant_cnt <= grant_cnt + 3'd1;
        if (grant_cnt >= grant_delay_reg) begin
          gnt            <= 1'b1;    
          grant_counting <= 1'b0;
        end
      end
      if (!req && !gnt) begin
        grant_counting <= 1'b0;
        grant_cnt      <= 3'd0;
      end
      if (gnt && !req) begin
        fall_cnt <= fall_cnt + 2'd1;
        if (fall_cnt == 2'd1) begin
          gnt     <= 1'b0;
          fall_cnt<= 2'd0;
        end
      end else if (req) begin
        fall_cnt <= 2'd0;
      end
      if (req && gnt && !write_en) begin
        unique case (addr)
          P_ADDR_CONTROL: rdata_next <= { {(P_DATA_WIDTH-3){1'b0}}, m_reload_en, 1'b0  , 1'b0   };
          P_ADDR_LOAD   : rdata_next <= { {(P_DATA_WIDTH-16){1'b0}}, m_load };
          P_ADDR_STATUS : rdata_next <= { {(P_DATA_WIDTH-1){1'b0}}, m_expired };
          default       : rdata_next <= '0;  
        endcase
      end else begin
      end
      if (req && gnt && write_en) begin
        unique case (addr)
          P_ADDR_CONTROL: begin
            m_reload_en <= wdata[P_BIT_CLR_STATUS];
            if (wdata[P_BIT_START]) begin
              m_counter <= (m_load == 16'd0) ? 16'd0 : m_load;  
              m_running <= 1'b1;
              m_expired <= 1'b0;  
            end
          end
          P_ADDR_LOAD: begin
            m_load <= wdata[15:0];
          end
          default: begin
          end
        endcase
      end
      if (m_running) begin
        if (m_counter == 16'd0) begin
          m_expired <= 1'b1;
          if (m_reload_en) begin
            m_counter <= m_load;      
          end else begin
            m_running <= 1'b0;        
          end
        end else begin
          m_counter <= m_counter - 16'd1;
        end
      end
    end
  end
endmodule
```
**flow/run.sh**
```bash
#!/bin/bash
# OpenROAD 26Q1-2900-gdf79404cd8, Yosys 0.63+post, stock flow scripts
make -C /OpenROAD-flow-scripts/flow DESIGN_CONFIG=/design/flow/config.mk WORK_HOME=/design/flow/orfs finish
```
**flow/config.mk**
```make
export PLATFORM = sky130hd
export DESIGN_NAME = timer_periph
export DESIGN_NICKNAME = timer_periph
export VERILOG_FILES = /design/flow/design.v
export SDC_FILE = /design/flow/constraint.sdc
export NUM_CORES = 4
export LEC_CHECK = 1
export CORE_UTILIZATION = 50
```
**flow/constraint.sdc**
```tcl
current_design timer_periph

set clk_period 5.3
set clk_io_pct 0.2

create_clock -name clk0 -period $clk_period [get_ports {clk}]

set non_clock_inputs [all_inputs -no_clocks]
set_input_delay [expr $clk_period * $clk_io_pct] -clock clk0 $non_clock_inputs
set_output_delay [expr $clk_period * $clk_io_pct] -clock clk0 [all_outputs]
```
==> flow_summary_export.csv <==
group,metric,value,unit
status,outcome,"completed",
placement,place.gp.congestion,0.915,
route,ant_nets,0,
clocking,cts_resized,0,
synthesis,synth_cell_types,51,
finish,fill_cells,568,
finish,mi_logic_area,1480,µm²
synthesis,top_area_share,53.6,%
global_routing,grt_max_degree,50,
worst_setup_path,r2r_cells,7,
synthesis,synth_seq_share,53.6,%
timing,finalHoldViolations,0,
route,wire_per_inst,15.8,µm
timing,finClkSkew,0.00779,ns
route,n_antenna_cell,0,
synthesis,syn_avg_cell_area,10.9,µm²
synthesis,netlist_instances,327,
synthesis,yosysMostFrequentCell,"dfrtp_1",
pwr,p_per_area,278,nW/µm²
synthesis,topCellsByArea,"dfrtp_1 (54%), mux2_2 (5.7%), nand2_1 (5.2%)",
worst_setup_path,crit_fanout,19,
die,fp_util,52.0,%
synthesis,ys_async_sr_fraction,100,%
placement,placedInstanceArea,4010,µm²
worst_setup_path,rr_startpoint,"m_counter[0]$_DFF_PN0_",
global_routing,antenna_found_initial,0,
synthesis,yosysTopAreaCell,"dfrtp_1",
timing,fmax,289,MHz
finish,area.sequential,1900,µm²
synthesis,synth_flops,76,
global_routing,grt_pass1_wl,12.6,mm
worst_setup_path,start_kind,"primary input",
die,coreArea,6830,µm²
timing,finalWorstPathRequiredPeriod,3.46,ns
clocking,clock.latency.late_pin,0.34,ns
clocking,cts_tree,"done",
route,vias,2576,
die,fp.dieW,86.3,µm
placement,hpwlAfterDp,5.09,mm
worst_setup_path,critPathRequiredTime,5.53,ns
job,maxCapViolCount,0,
pwr,power.total,1.17,mW
clocking,cts.sinks,76,
synthesis,ff_type,"dfrtp_1",
clocking,post_cts_buffers,0,
clocking,hold_buffers,0,
route,totalWireLength,7.41,mm
placement,place_ws,1.48,ns
timing,tightest_slew,0.791,ns
die,die_h,86.3,µm
job,warning_count,43,
worst_setup_path,crit_type,"primary input to flop",
clocking,root_buffer,"clkbuf_8",
worst_setup_path,critPathArrivalTime,3.69,ns
global_routing,grt_overflow,0,
synthesis,yosys_warnings,1,
finish,drive_above_1_share,12.9,%
worst_setup_path,worstSetupEndpointType,"flop",
timing,setup_violations,0,
synthesis,yosys_area,3550,µm²
worst_setup_path,r2r-end,"m_counter[15]$_DFF_PN0_",
pwr,ir_drop,0.000134,V
die,row_count,30,
synthesis,yosys_cells,327,
min_path,hold_path.class,"flop to flop",
finish,fin_area,4190,µm²
min_path,min_path_cells,0,
timing,rsz0062_at_grt,"false",
worst_setup_path,reg2reg_slack,2.64,ns
timing,relSlewSlack,46.8,%
clocking,cts_made_buffers,9,
die,ios,77,
route,via_per_inst,5.49,
min_path,worst_hold_path.endpoint,"rdata[15]$_DFF_PN0_",
clocking,path_clk_slew,0.08,ns
die,chip_area,7440,µm²
clocking,cts_buffer_depth,2,
timing,finalMaxSlewViolations,0,
timing,timing.final.crit_share,65.3,%
min_path,min_from,"rdata_next[15]$_DFFE_PN0P_",
synthesis,syn_area,3550,µm²
clocking,htree_levels,3,
synthesis,ys_top_cells_by_count,"dfrtp_1 (76), nand2_1 (49), mux2_2 (18)",
placement,port_buffers,44,
route,drc,0,
route,dr.pass1.iters,5,
pwr,p_leak,1.88,nW
finish,area.growth.synth_to_final,18.0,%
global_routing,grt_pass1_vias,2474,
timing,fin_ws,1.84,ns
synthesis,edf_count,0,
timing,tns,0,ns
global_routing,track_usage,22.5,%
route,drt_iter0_markers,125,
critical path: stages:
cell	delay, ns
clkdlybuf4s50_1	0.41
or4_4	0.53
or4_4	0.47
or4_4	0.69
mux2_4	0.34
a22o_1	0.18
worst max-delay path by stage:
stage | from | endpoint | slack (ns) | cells past startpoint
6_report | addr[1] | m_counter[13]$_DFF_PN0_ | 1.84 | 6
5_1_grt | addr[1] | m_counter[13]$_DFF_PN0_ | 1.78 | 6
4_1_cts | addr[1] | m_counter[13]$_DFF_PN0_ | 1.86 | 6
power by group:
part           switching (mW)  internal (mW)  total, mW
Combinational          0.0541         0.0619      0.116
Sequential             0.0422          0.605      0.647
Clock                   0.226          0.176      0.402
kinds of logic (layout without fill, tap and decap cells):
logic type / count (synthesis) / count (layout) / synth area share (%)
AOI/OAI and AO/OA: 72 / 72 / 15.2
and+or+nand+nor: 101 / 101 / 14.0
other: 1 / 16 / 0.106
adders and majority gates: 5 / 5 / 1.76
buffers and inverters: 42 / 73 / 6.45
muxes: 22 / 22 / 6.98
xor gates and xnor gates: 8 / 8 / 1.97
DFF: 76 / 76 / 53.6
through the flow:
step | hold WS [ns] | utilization, % | std cells
2_1_floorplan | 0.354 | - | 342
3_3_place_gp | 0.361 | 58.7 | 453
3_5_place_dp | 0.363 | 58.7 | 453
4_1_cts | 0.381 | 61.3 | 469
5_1_grt | 0.382 | 61.3 | 469
6_report | 0.378 | 61.3 | 469
layout by cell type, fill, tap and decap left out, types with 3 or more instances in the layout:
| cell type | count |
|---|---|
| nor2_1 | 9 |
| or4_4 | 3 |
| o32ai_1 | 3 |
| buf_4 | 6 |
| nand2b_1 | 4 |
| xor2_1 | 3 |
| nand2_1 | 49 |
| nor3b_1 | 4 |
| clkbuf_8 | 9 |
| mux2_2 | 18 |
| o21ai_0 | 13 |
| mux2i_1 | 3 |
| xnor2_1 | 5 |
| nor2b_1 | 3 |
| inv_1 | 8 |
| conb_1 | 16 |
| o22ai_1 | 6 |
| a32oi_1 | 10 |
| inv_6 | 4 |
| nor4_1 | 5 |
| nand3_1 | 8 |
| a31oi_1 | 6 |
| a22o_1 | 15 |
| clkdlybuf4s50_1 | 43 |
| dfrtp_1 | 76 |
| ha_1 | 5 |
| a21oi_1 | 3 |
| nor3_1 | 6 |
cell type report:
class / instances / area share, %
sequential: 76 / 45.4
multi-input combinational: 224 / 35.4
timing repair buffer: 49 / 11.4
clock buffer: 9 / 2.96
tap: 96 / 2.87
clock inverter: 7 / 1.31
inverter: 8 / 0.717
routing by layer:
layer	vias to the layer above	GRT usage, %	share of wire (%)
met2	77	31.2	43
met5	-	0	0
met4	0	3.48	1.4
met3	13	2.90	5.1
met1	1245	40.7	50
li1	1241	-	-
Power is estimated from default activity; no workload was simulated.
